==> design/flow/run.sh <==
#!/bin/bash
# OpenROAD 26Q1-2900-gdf79404cd8, Yosys 0.63+post, stock flow scripts
make -C /OpenROAD-flow-scripts/flow DESIGN_CONFIG=/design/flow/config.mk WORK_HOME=/design/flow/orfs finish
==> design/flow/config.mk <==
export PLATFORM = sky130hd
export DESIGN_NAME = psk_mapper
export DESIGN_NICKNAME = psk_mapper
export VERILOG_FILES = /design/flow/design.v
export SDC_FILE = /design/flow/constraint.sdc
export NUM_CORES = 4
export LEC_CHECK = 1
export CORE_AREA = 10 10 73 73
export DIE_AREA = 0 0 83 83
==> design/flow/constraint.sdc <==
current_design psk_mapper

set clk_period 1.0
set clk_io_pct 0.2

create_clock -name clk0 -period $clk_period [get_ports {clk}]

set non_clock_inputs [all_inputs -no_clocks]
set_input_delay [expr $clk_period * $clk_io_pct] -clock clk0 $non_clock_inputs
set_output_delay [expr $clk_period * $clk_io_pct] -clock clk0 [all_outputs]
==> design/flow/design.v <==
`timescale 1ns / 1ps
module psk_mapper(
    input                   clk,
    input                   mode,
    input       [1:0]       sel,  
    input       [15:0]      freq_in,
    output reg  [15:0]      freq_out,
    output reg  [15:0]      phase_out
); 
parameter [15:0] phase_step   = 16384;
parameter [15:0] phase_offset = 0;
always @(posedge clk) begin
    freq_out = freq_in;
    if (mode == 1'b0) begin                 
        case(sel)
            1'b0: phase_out = phase_offset + phase_step * 0;       
            1'b1: phase_out = phase_offset + phase_step * 2;       
            default: phase_out = phase_offset + phase_step * 0;    
        endcase
    end else if (mode == 1'b1) begin            
        case(sel)
            2'b00: phase_out = phase_offset + phase_step * 0;      
            2'b01: phase_out = phase_offset + phase_step * 1;      
            2'b10: phase_out = phase_offset + phase_step * 3;      
            2'b11: phase_out = phase_offset + phase_step * 2;      
            default: phase_out = phase_offset + phase_step * 0;    
        endcase
    end
end
endmodule
==> flow_summary_export.csv <==
group,metric,value,unit
die,core-area,3740,sq um
worst_hold_path,worstHoldPathType,"input pin to flip-flop",
final_timing,fin_crit_sh,0.957,
power,p_leak,0.434,nW
finish,synthToLayoutAreaGrowth,83.1,%
die,die_w,83,microns
finish,final_util,0.261,
power,max-vdd-ir-drop,0.000469,V
detailed_routing,vias,358,
placement,port-buffer-count,37,
critical_path,start_kind,"flip-flop",
synthesis,top_cell_area_share,0.676,
clocking,path_clk_slew,0.06,ns
detailed_routing,drc_errors,0,
power,p_int,0.00123,W
critical_path,worst-endpoint-required,0.80,ns
power,p_per_area,1510,nW/um^2
synthesis,ys_seq_frac,0.676,
critical_path,worstSetupEndpointType,"output port",
synthesis,numSynthFlops,18,
finish,comb_area,109,sq um
die,io_pins,52,
synthesis,yosys_area,533,sq um
power,p_seq_frac,0.524,
synthesis,synth_cell_types,8,
critical_path,crit_slowest_cell,"dfxtp_1",
power,switchingPower,0.000248,W
detailed_routing,ant_nets,0,
critical_path,crit_chain,"dlygate4sd2_1",
final_timing,hold_viol,0,
detailed_routing,viasPerCell,2.75,
placement,dp_hpwl,1.31,mm
die,die_h,83,microns
critical_path,cp.arrival,0.76,ns
detailed_routing,drt_iter0_drc,3,
power,switching_share,0.168,
finish,drive_gt1_frac,0.171,
critical_path,criticalPathCategory,"flip-flop to output port",
final_timing,slew_violations,0,
clocking,ctsHtreeMaxLevel,1,
final_timing,fmax,1040,MHz
detailed_routing,wire_per_inst,10.6,microns
detailed_routing,drt_wl_total,1.38,mm
synthesis,synth.avg_cell_area,12.7,sq um
critical_path,cp_max_fo,1,
finish,fillers,409,
critical_path,max_stage_delay,0.29,ns
global_route,grt_max_degree,11,
status,run_status,"completed",
clocking,cts_setup_buffers,0,
placement,dpl_cell_area,907,sq um
global_route,grt_pass1_vias,426,
global_route,grt_overflow,0,
final_timing,hold_slack,0.367,ns
power,p_comb_frac,0.098,
clocking,clockBufferDepth,2,
detailed_routing,antennaDiodeCount,0,
finish,fin_area,976,sq um
clocking,cts_inserted_buffers,3,
synthesis,yosys-stat-cells,42,
flow_run,warning_count,27,
critical_path,path_buffers,1,
synthesis,yosys_warnings,1,
clocking,cts_tree,"built",
placement,routabilityCongestion,0.698,
die,rows,22,
final_timing,grt_setup_unrepaired,"no",
synthesis,top_cells_by_area,"dfxtp_1, buf_4, ha_1",
synthesis,syn-cell-area,533,sq um
detailed_routing,firstDrtPassIters,2,
clocking,cts-root-buf,"clkbuf_8",
power,pwr-share-clk,0.378,
final_timing,setup_viol,0,
global_route,grt_pass1_wl,2.25,mm
global_route,antenna_found_initial,0,
synthesis,top_area_cell,"dfxtp_1",
critical_path,cpLargestDelayFamily,"flip-flops",
finish,seq_area,373,sq um
global_route,track_usage,0.0375,
clocking,cts_sinks,18,
synthesis,syn_inst,42,
die,fp_util,0.142,
die,die_area,6890,sq um
final_timing,tns,0,ns
flow_run,max-cap-violations,0,
final_timing,finalCriticalPeriod,0.957,ns
## flip-flops by register name (all words and copies together) (netlist names)
signal,cells
freq_out,16
phase_out,2
## repair_timing
action / in CTS / in global routing
endpoints found under the setup margin: 18 / 17
hold buffers: 0 / 0
resized: 21 / 25
## kinds of logic after synthesis
kind of cell / Yosys count / synth area share
simple gates: 3 / 0.0258
fa+ha+maj: 3 / 0.0704
flops: 18 / 0.676
compound gates: 1 / 0.00938
buf+inv: 16 / 0.211
other cells: 1 / 0.00704
## layout make-up
cell class / count / share of cell area
timing repair buffer: 37 / 0.381
clock buffer: 4 / 0.0564
tap: 48 / 0.0615
multi-input combinational: 21 / 0.112
sequential: 18 / 0.382
inverter: 2 / 0.00769
## worst paths after layout
kind | slack, ns | depth (start not counted) | from | end
setup / recovery | 0.04 | 1 | freq_out[5] | freq_out[5]
hold / removal | 0.37 | 4 | sel[0] | phase_out[14]
## synthesized netlist by cell type (all sizes together)
master and count:
nor2 2, dfxtp 18, conb 1, ha 3, buf 14, inv 2
a21oi 1, nor2b 1
## per-layer routing
layer  share of wire  global-route usage  vias to the layer above
met2            0.47              0.0601                       30
met3           0.096              0.0138                        2
li1                -                   -                      176
met1            0.41              0.0458                      150
met5               0                   0                        -
met4           0.025              0.0108                        0
## per-stage QoR
step                      setup slack [ns]  cells  total power, W
after floorplan                      0.357     55        0.000823
after global placement              -0.181    126        0.000952
after detailed placement            -0.242    126        0.000954
after CTS                          0.00360    130         0.00150
after global routing              0.000775    130         0.00156
final                               0.0426    130         0.00147
## placed cells by master, fill, tap and decap left out
cell and instances:
clkdlybuf4s50_1 18, nor2_1 2, dlygate4sd2_1 1, clkbuf_8 4, inv_1 2, nor2b_1 1, a21oi_1 1, dfxtp_1 8
ha_1 3, clkdlybuf4s15_1 17, dlymetal6s2s_1 1, conb_1 14, dfxtp_2 10
## power groups by stage
stage,Clock (W),Sequential [W],Combinational [W]
global route,0.000618,0.000777,0.000162
finish,0.000558,0.000772,0.000144
CTS,0.000593,0.000767,0.000144
Power figures rest on the tool's default switching activity, not on a simulated workload.
