==> design.v <==
`timescale 1ns / 1ps
module monsterplexer(
    input clk,
    input signed [15:0] data_in0,
    input signed [15:0] data_in1,
    input signed [31:0] data_in2,
    input signed [31:0] data_in3,
    input signed [31:0] data_in4,
    input signed [31:0] data_in5,
    input        [1:0]  data_in6,
    input        [1:0]  data_in7,
    input               mode_fsk,
    input               mode_psk,
    input        [2:0]  sel,
    output reg signed [11:0] data_out1,
    output reg signed [11:0] data_out2
);
reg [31:0] temp_out1, temp_out2;
reg [11:0] rescale_datain6, rescale_datain7;
always @(posedge clk) begin
    if (mode_fsk == 1'b0) begin             
        if (data_in6 == 2'd0) begin
            rescale_datain6 = 0;
        end else if (data_in6 == 2'd1) begin
            rescale_datain6 = 4095;
        end
    end else if (mode_fsk == 1'b1) begin    
        if (data_in6 == 2'd0) begin
            rescale_datain6 = 0;
        end else if (data_in6 == 2'd1) begin
            rescale_datain6 = 1024;
        end else if (data_in6 == 2'd2) begin
            rescale_datain6 = 2048;
        end else if (data_in6 == 2'd3) begin
            rescale_datain6 = 4095;
        end
    end
    if (mode_psk == 1'b0) begin             
        if (data_in7 == 2'd0) begin
            rescale_datain7 = 0;
        end else if (data_in7 == 2'd1) begin
            rescale_datain7 = 4095;
        end
    end else if (mode_psk == 1'b1) begin    
        if (data_in7 == 2'd0) begin
            rescale_datain7 = 0;
        end else if (data_in7 == 2'd1) begin
            rescale_datain7 = 1024;
        end else if (data_in7 == 2'd2) begin
            rescale_datain7 = 2048;
        end else if (data_in7 == 2'd3) begin
            rescale_datain7 = 4095;
        end
    end
end
always @(posedge clk) begin
    case(sel)
        3'b000: temp_out1 = {{16{data_in0[15]}}, data_in0[15:0]};
        3'b001: temp_out1 = {{16{data_in1[15]}}, data_in1[15:0]};
        3'b010: temp_out1 = data_in2;
        3'b011: temp_out1 = data_in3;
        3'b100: temp_out1 = data_in4;
        3'b101: temp_out1 = data_in5;
        3'b110: temp_out1 = {rescale_datain6[11:0]};
        3'b111: temp_out1 = {rescale_datain7[11:0]};
        default: temp_out1 = {{16{data_in0[15]}}, data_in0[15:0]};
    endcase
    case(sel)
        3'b000: data_out1 = $unsigned((4096/2) + temp_out1[11:0]);  
        3'b001: data_out1 = $unsigned((4096/2) + temp_out1[11:0]);  
        3'b010: data_out1 = $unsigned((4096/2) + temp_out1[11:0]);  
        3'b011: data_out1 = $unsigned((4096/2) + temp_out1[11:0]);  
        3'b100: data_out1 = $unsigned((4096/2) + temp_out1[11:0]);  
        3'b101: data_out1 = $unsigned((4096/2) + temp_out1[11:0]);  
        3'b110: data_out1 = temp_out1[11:0];     
        3'b111: data_out1 = temp_out1[11:0];     
        default: data_out1 = $unsigned((4096/2) + temp_out1[11:0]);  
    endcase 
end
always @(posedge clk) begin  
    case(sel)
        3'b000: temp_out2 = {{16{data_in1[15]}}, data_in1[15:0]};
        3'b001: temp_out2 = data_in2;
        3'b010: temp_out2 = data_in3;
        3'b011: temp_out2 = data_in4;
        3'b100: temp_out2 = data_in5;
        3'b101: temp_out2 = {rescale_datain6[11:0]};
        3'b110: temp_out2 = {rescale_datain7[11:0]};
        3'b111: temp_out2 = {{16{data_in0[15]}}, data_in0[15:0]};
        default: temp_out2 = {{16{data_in1[15]}}, data_in1[15:0]};
    endcase   
    case(sel)
        3'b000: data_out2 = $unsigned((4096/2) + temp_out2[11:0]);  
        3'b001: data_out2 = $unsigned((4096/2) + temp_out2[11:0]);  
        3'b010: data_out2 = $unsigned((4096/2) + temp_out2[11:0]);  
        3'b011: data_out2 = $unsigned((4096/2) + temp_out2[11:0]);  
        3'b100: data_out2 = $unsigned((4096/2) + temp_out2[11:0]);  
        3'b101: data_out2 = temp_out2[11:0];     
        3'b110: data_out2 = temp_out2[11:0];     
        3'b111: data_out2 = $unsigned((4096/2) + temp_out2[11:0]);   
        default: data_out2 = $unsigned((4096/2) + temp_out2[11:0]);  
    endcase
end
endmodule
==> run.sh <==
#!/bin/bash
# OpenROAD 26Q1-2900-gdf79404cd8, Yosys 0.63+post, stock flow scripts
make -C /OpenROAD-flow-scripts/flow DESIGN_CONFIG=/design/flow/config.mk WORK_HOME=/design/flow/orfs finish
==> config.mk <==
export PLATFORM = sky130hd
export DESIGN_NAME = monsterplexer
export DESIGN_NICKNAME = monsterplexer
export VERILOG_FILES = /design/flow/design.v
export SDC_FILE = /design/flow/constraint.sdc
export NUM_CORES = 4
export LEC_CHECK = 1
export CORE_AREA = 10 10 133 133
export DIE_AREA = 0 0 143 143
==> constraint.sdc <==
current_design monsterplexer

set clk_period 3.7
set clk_io_pct 0.2

create_clock -name clk0 -period $clk_period [get_ports {clk}]

set non_clock_inputs [all_inputs -no_clocks]
set_input_delay [expr $clk_period * $clk_io_pct] -clock clk0 $non_clock_inputs
set_output_delay [expr $clk_period * $clk_io_pct] -clock clk0 [all_outputs]
==> summary.txt <==
Physical implementation status

The first-pass detailed-route iteration total stands at 4. TritonCTS built the clock tree. In the Yosys report the total cell count is about 220.

Per the synth log, the flip-flop and latch total comes to 30. In this run, distinct cell masters in the synthesized netlist total approximately 40. The pin count of the biggest net entering global routing stands at 30.

The remaining routing DRC violations stands at 0. The quantity of hold-fixing buffers added after cts stands at 0. The area fraction in xor and xnor cells stands at 0%. The number of failing setup endpoints in the final timing report stands at 0. The fraction of final layout cells with drive strength greater than 1 stands at around an eighth. For this run, the leading register cell type out of synthesis is sky130_fd_sc_hd__dfxtp_1.

After clock tree synthesis, the setup repair step added 0 buffers. The worst path required time stands at roughly 3.9 ns. The flow measured a signed area growth from synthesis to layout of 64.7%.

The synthesis run identifies the leading combinational cell family as AND-OR/OR-AND gates. The actual slew at the worst max-slew pin stands at ~0.67 ns. Per the cell usage report, the commonest logic cells after layout are 103 x sky130_fd_sc_hd__clkdlybuf4s50_1, 24 x sky130_fd_sc_hd__dfxtp_1, 22 x sky130_fd_sc_hd__mux2i_1. The fraction of the core area occupied by cells at floorplan stands at ~14%. The aggregate routed wire length stands at 9.54 mm. a little under 200 I/O pins were placed. The worst clock skew on the final layout stands at ~0.0024 ns. The estimated wirelength of the detail-placed design stands at between 7 and 8 mm. The worst pin sits at a relative slew slack of 55.4%. After clock tree synthesis, the repair step resized 0 gates. The worst hold path begins at rescale_datain7[10]$_DFFE_PP_. For the worst-skew pair, the clock arrives at the later sink with an insertion delay of between 0.2 and 0.3 ns. Per the OpenROAD floorplan log, the width of the die is ~140 µm. Power comes to 1.15 mW. Based on the critical path, the design can be clocked at up to around 0.41 GHz.

The number of slew-limit violations in the final report stands at 0. The leakage power total stands at 1.30 nW. The finished layout holds 511 standard cells, fillers aside. The final antenna diode count stands at 0. The maximum clock insertion buffer count stands at 2.

The number of flops mapped to enable cells by yosys stands at 6. The synthesized instance count stands at ~220. The flow ran to the end, and the final reports show no timing, DRC or antenna violations. The congestion estimate from routability-driven global placement came to roughly 0.75. The number of violations of the max-capacitance limit stands at 0. The number of global-route vias before repair stands at ~2,400. Summed over all routing layers, the global router reports a total usage of 9.19%. In the synthesis report, Yosys lists the chip area as 2110 µm². The wire length per cell after detailed routing stands at around 19 µm. The maximum vdd drop stands at 0.126 mV. The cell area after technology mapping stands at about 2100 µm². The post-route setup TNS stands at 0 ns.

STA classifies the critical path endpoint as a flop. On the critical path the data arrives at 2.67 ns. Clock tree synthesis selected as its root buffer the cell sky130_fd_sc_hd__clkbuf_16. From bottom edge to top edge, the die measures 143 µm. The number of nets still failing antenna checks after routing stands at 0. Summed over all layers, the global routing overflow is 0. The proportion of synthesized flip-flops having asynchronous set or reset stands at 0%. In this run the worst hold path is classified as flop to flop. Input and output buffers added on the ports amount to roughly 110. The first global-routing pass estimated around 14 mm of wire. Counting only logic cells after layout, the most numerous master is sky130_fd_sc_hd__clkdlybuf4s50_1. The count of placed standard cells including taps stands at slightly above 500. The synthesis report lists the Yosys warning total as 1. The worst setup timing slack at the placement stage stands at 0.947 ns. The routed via count stands at ~2,300. Per the synthesis report, the simple-gate share of the synthesized area is a little over a tenth. The number of antenna violations at the first check in global routing stands at 1. Looking at the reg2reg group, the worst path starts from rescale_datain6[9]$_DFFE_PP_.

Counting every sink on the clock net gives 30. Looking at the setup timing report, the critical path kind is primary input to flop. The floorplan has 44 rows. The minimum period implied by the final worst setup slack stands at 2.44 ns.

The worst setup path is launched from a primary input. The critical path in the final layout is reported with a setup slack of 1.26 ns. The final clock period utilization by the worst path stands at between 60% and 70%.

Setup repair after global routing left no endpoint under its margin. Of the total synthesized cell area, the portion taken by AND-OR and OR-AND cells is between 30 and 40%. After detailed routing, the number of vias per cell comes to between 4 and 5. The post-synthesis mux area share stands at 19.0%. The sequential area share after synthesis stands at a little under a third.

The floorplan core area stands at around 15,000 µm². Clock-pin slew was measured on the worst setup and hold paths at about 0.050 ns. Per STA, the startpoint of the critical path is sel[2]. For reference, full adder, half adder and majority cells occupy less than 1% of the area reported after synthesis. The number of warnings reported in the stage logs is around 110. The highest fanout seen on the critical path stands at 29. Dividing total power by cell area gives a power density of about 330 nW/µm². Each instance of the synthesized netlist takes up on average roughly 9.4 µm². Per the log, the first TritonRoute iteration ended with a DRC count of 115. Once layout is complete, the utilization of the core stands at a little under a quarter. The final hold violation count recorded for this run is 0.

CTS built an H-tree with a depth of 2. The total die size stands at about 20,000 µm². The number of CTS-inserted buffers stands at 5.
==> area by class of cell <==
cell class              instances  area, µm²
repair buffers                116       1120
multi-input cells             167       1290
clock buffers                   6        129
flip-flops and latches         30        661
inverters                       6       22.5
fillers                      1527      11200
well taps                     184        230
clock inverters                 2       8.76
==> per-stage QoR <==
step / cell area (µm²) / hold WS [ns]
after global placement: 3330 / 0.697
after global routing: 3470 / 0.758
after floorplan: 2110 / 0.611
after CTS: 3470 / 0.703
after detailed placement: 3330 / 0.690
final: 3470 / 0.685
==> logic make-up after synthesis <==
kind of cell | after synthesis
buf+inv | 26
flops | 30
fa+ha+maj | 2
mux | 38
simple gates | 45
compound gates | 82
==> cell usage after synthesis (3+ instances only) <==
cell type / count / area share, %
sky130_fd_sc_hd__nor2_1: 14 / 2.5
sky130_fd_sc_hd__nand2_1: 10 / 1.8
sky130_fd_sc_hd__buf_2: 6 / 1.4
sky130_fd_sc_hd__mux2_2: 16 / 8.6
sky130_fd_sc_hd__o21ai_0: 4 / 0.95
sky130_fd_sc_hd__buf_6: 3 / 1.6
sky130_fd_sc_hd__a221oi_1: 19 / 7.9
sky130_fd_sc_hd__mux2i_1: 22 / 10
sky130_fd_sc_hd__inv_1: 5 / 0.89
sky130_fd_sc_hd__dfxtp_1: 24 / 23
sky130_fd_sc_hd__o22a_1: 18 / 7.5
sky130_fd_sc_hd__edfxtp_1: 6 / 8.6
sky130_fd_sc_hd__o22ai_1: 10 / 3.0
sky130_fd_sc_hd__nand2b_1: 11 / 3.3
sky130_fd_sc_hd__buf_4: 3 / 1.1
sky130_fd_sc_hd__nor2b_1: 3 / 0.89
sky130_fd_sc_hd__clkbuf_1: 6 / 1.1
sky130_fd_sc_hd__a22oi_1: 12 / 4.3
sky130_fd_sc_hd__a21oi_1: 3 / 0.71
==> state kept, by name, indices dropped and copies added (netlist names) <==
| register | count |
|---|---|
| rescale_datain7 | 3 |
| data_out2 | 12 |
| rescale_datain6 | 3 |
| data_out1 | 12 |
==> routing by layer <==
metal  track usage, %  up-vias  part of all wire, %
li1                 -     1089                    -
met1             12.0     1055                   42
met2             14.7       99                   48
met3             3.13       14                  8.8
met4             1.41        2                  1.6
met5                0        -                0.073
==> path summary, 6_finish.rpt <==
path | end | slack [ns] | cells after the start
setup / recovery | data_out2[1]$_DFF_P_ | 1.26 | 6
hold / removal | data_out2[10]$_DFF_P_ | 0.68 | 3
setup reg to reg | data_out2[1]$_DFF_P_ | 1.96 | 4
hold reg to reg | data_out2[10]$_DFF_P_ | 0.68 | 3
==> power breakdown <==
part | internal (mW) | switching [mW]
sequential | 0.378 | 0.0140
clock | 0.246 | 0.156
combinational | 0.220 | 0.133
==> worst max-delay path: stages <==
cell and delay, ns:
sky130_fd_sc_hd__buf_2 0.40, sky130_fd_sc_hd__buf_4 0.39, sky130_fd_sc_hd__and3_1 0.21, sky130_fd_sc_hd__o21a_1 0.30, sky130_fd_sc_hd__a31o_1 0.38, sky130_fd_sc_hd__o32a_1 0.22
Power figures rest on the tool's default switching activity, not on a simulated workload.
