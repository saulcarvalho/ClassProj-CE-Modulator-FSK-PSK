**flow/run.sh**
```bash
#!/bin/bash
# OpenROAD 26Q1-2900-gdf79404cd8, Yosys 0.63+post, stock flow scripts
make -C /OpenROAD-flow-scripts/flow DESIGN_CONFIG=/design/flow/config.mk WORK_HOME=/design/flow/orfs finish
```
**flow/config.mk**
```make
export PLATFORM = sky130hd
export DESIGN_NAME = fsk_mapper
export DESIGN_NICKNAME = fsk_mapper
export VERILOG_FILES = /design/flow/design.v
export SDC_FILE = /design/flow/constraint.sdc
export NUM_CORES = 4
export LEC_CHECK = 1
export CORE_AREA = 10 10 103 103
export DIE_AREA = 0 0 113 113
```
**flow/constraint.sdc**
```tcl
current_design fsk_mapper

set clk_period 7.7
set clk_io_pct 0.2

create_clock -name clk0 -period $clk_period [get_ports {clk}]

set non_clock_inputs [all_inputs -no_clocks]
set_input_delay [expr $clk_period * $clk_io_pct] -clock clk0 $non_clock_inputs
set_output_delay [expr $clk_period * $clk_io_pct] -clock clk0 [all_outputs]
```
**flow/design.v**
```verilog
`timescale 1ns / 1ps
module fsk_mapper(
    input                   clk,
    input       [1:0]       sel,
    input       [15:0]      start_f,
    input       [15:0]      step_f,
    output reg  [15:0]      freq_out
);   
parameter [15:0] external_step_frequency = 0;
reg [15:0] step;
always @(posedge clk) begin
    if (external_step_frequency == 0) begin  
        step = start_f / 2;
    end else begin                           
        step = step_f;
    end
    case(sel)
        2'd00: freq_out = start_f + 0*step;        
        2'b01: freq_out = start_f + 1*step;       
        2'b10: freq_out = start_f + 2*step;
        2'b11: freq_out = start_f + 3*step;
        default: freq_out = start_f + 0*step;
    endcase
end
endmodule
```
==> flow_metrics.tcl <==
# flow metrics
set metrics [dict create \
    yosys_area_um2 2620 \
    track_usage 0.0975 \
    drt_wl_total_um 6340 \
    ctsLongestPathBuffers 2 \
    max_stage_delay_ns 0.63 \
    yosys_cells 313 \
    slowest_stage "clkdlybuf4s50_1" \
    ys_seq_share 0.122 \
    flop_cell "dfxtp_1" \
    fmax_ghz 0.213 \
    synthArstFlopShare 0 \
    cts_tree "done" \
    crit_arrival_ns 4.81 \
    instances_no_fill 447 \
    ys_sh_adder 0.211 \
    postCtsSetupBuffers 0 \
    ys_types 57 \
    xor_share 0.114 \
    fin_total_pwr_uw 456 \
    syn-mean-instance-area_um2 8.37 \
    rows 33 \
    lay_top_cells "ha_1, clkdlybuf4s50_1, nor2_1" \
    drc 0 \
    syn_area_um2 2620 \
    cp.required_ns 7.82 \
    die_x_um 113 \
    die_h_um 113 \
    cts_hold_buffers 0 \
    hold_violations 0 \
    antenna_left 0 \
    gp_congestion 0.858 \
    synthCells 313 \
    status "finished clean" \
    drive_gt1_frac 0.105 \
    post-route-min-period_ns 4.69 \
    initial_core_util 0.316 \
    rsz0062_at_grt "no" \
    aoi_share 0.215 \
    post_cts_resized 0 \
    die-area_um2 12800 \
    antenna_found_initial 0 \
    path_class "primary input to flip-flop" \
    tightest_slew_ns 0.643 \
    h-tree-depth 1 \
    hp-class "primary input to flip-flop" \
    synth_flop_count 16 \
    dr.pass1.iters 4 \
    cts_root_buf "clkbuf_8" \
    nFillCells 861 \
    io_pins 51 \
    worstPathCellList "clkdlybuf4s50_1 > inv_1 > ha_1 > xnor2_1 > ha_1 > inv_1 > fa_1 > nand2b_1 > a21oi_1 > nor2b_1 > o21a_1 > xnor2_1 > mux4_2" \
    crit_path_start_kind "primary input" \
    grt_start_max_net_pins 29 \
    clk_pin_slew_ns 0.07 \
    cts.sinks 16 \
    comb_area_um2 2140 \
    synth.cellmix.simpleShare 0.192 \
    slew_headroom 0.568 \
    tns_ns 0 \
    via_count 2290 \
    synthMuxAreaShare 0.0874 \
    grt_pass1_vias 2267 \
    flop_area_um2 320 \
    mostFrequentLayoutCell "ha_1" \
    overflow 0 \
    setup_violations 0 \
    report.final.slew_viol_count 0 \
    core-area_um2 8300 \
    min_period_over_period 0.609 \
    cap_violations 0 \
    p_per_area_nw_per_um2 147 \
    hpwlAfterDp_um 5170 \
    edf_count 0 \
    port_buffers 34 \
    grt_pass1_wl_um 10700 \
    hold_slack_ns 1.94 \
    ir_worst_vdd_uv 67.0 \
    drt_first_iter_violations 115 \
    yosysWarnings 1 \
    avgRoutedWirePerCell_um 14.2 \
    syn2layout_area_growth_pct 18.2 \
    numCtsBuffers 3 \
    crit_path_end_kind "flip-flop" \
    n_antenna_cell 0 \
    via_per_inst 5.12 \
    path_max_fanout 7 \
    ys_top_logic_family "AND-OR/OR-AND gates" \
    leakagePower_nw 1.31 \
    dp_cells 443 \
    warnings 53 \
    largest_reg_flops 16 \
]
[worst paths after layout]
path	from	end	slack, ns	cells past startpoint
worst max-delay path	start_f[2]	freq_out[9]	3.01	13
worst min-delay path	start_f[0]	freq_out[0]	1.94	2
[synthesized netlist by cell type (5+ instances only)]
library cell	count	share of area
o21ai_0	16	0.031
mux2i_1	6	0.023
dfxtp_1	16	0.12
nand2_1	12	0.017
xnor2_1	24	0.080
a211oi_1	6	0.017
inv_1	24	0.034
a21oi_1	20	0.038
nand2b_1	6	0.014
or2_2	11	0.026
nand3_1	5	0.0096
mux4_2	7	0.060
nor2b_1	9	0.021
xor2_1	10	0.033
ha_1	41	0.20
nor2_1	26	0.037
nor3_1	6	0.011
[through the flow]
step / util / worst slack, ns / cell area (um^2)
6_report: 0.373 / 3.01 / 3100
2_1_floorplan: - / 3.75 / 2620
3_5_place_dp: 0.366 / 2.78 / 3040
5_1_grt: 0.373 / 2.79 / 3100
4_1_cts: 0.373 / 3.03 / 3100
3_3_place_gp: 0.366 / 2.77 / 3040
[where the power goes]
group | internal, mW | total (mW) | switching (mW)
combinational | 0.140 | 0.275 | 0.135
clock | 0.0454 | 0.0768 | 0.0314
sequential | 0.100 | 0.104 | 0.00393
[metal layers]
metal | vias up | GRT usage | part of all wire
met5 | - | 0 | 0
met4 | 0 | 0.0102 | 0.0076
met3 | 2 | 0.00855 | 0.037
met2 | 48 | 0.159 | 0.45
met1 | 1063 | 0.142 | 0.51
li1 | 1177 | - | -
[worst max-delay path, delay by kind of cell]
kind	cells	cell delay, ns
XOR/XNOR	2	0.27
buffers and inverters	3	0.82
adder cells (fa/ha/maj)	3	0.93
multiplexers	1	0.48
AND-OR/OR-AND	2	0.43
AND/OR/NAND/NOR	2	0.32
[area by class of cell]
type | count | share of cell area
well taps | 105 | 0.0424
repair buffers | 36 | 0.115
clock buffers | 4 | 0.0178
flip-flops and latches | 16 | 0.103
inverters | 24 | 0.0291
multi-input cells | 262 | 0.692
[cells by family (layout without fill, tap and decap cells)]
kind of cell	after synthesis	count (layout)
xor+xnor	34	34
simple gates	93	93
mux	14	14
flops	16	16
buf+inv	35	64
fa+ha+maj	43	43
compound gates	78	78
Power and IR drop assume default switching activity.
